## flow/constraint.sdc

```tcl
current_design reg_file

set clk_period 18.5
set clk_io_pct 0.2

create_clock -name clk0 -period $clk_period [get_ports {clk}]

set non_clock_inputs [all_inputs -no_clocks]
set_input_delay [expr $clk_period * $clk_io_pct] -clock clk0 $non_clock_inputs
set_output_delay [expr $clk_period * $clk_io_pct] -clock clk0 [all_outputs]
```

## flow/design.v

```verilog
module reg_file#(parameter NUM_REG = 6, BITS = 32)
(
	 input clk,
	 input wen_i,
	 input [NUM_REG - 1 : 0] wa_i,
	 input [BITS - 1 : 0] wd_i,
	 input [NUM_REG - 1 : 0] ra0_i,
	 input [NUM_REG - 1 : 0] ra1_i,
	 output [BITS - 1 : 0] rd0_o,
	 output [BITS - 1 : 0] rd1_o
);
 logic [BITS - 1 : 0] rf [2**NUM_REG - 1 : 0];
 logic [BITS - 1 : 0] rd0_n, rd1_n;
 always_comb
 begin
	if((wa_i == ra0_i) && wen_i)
		rd0_n = wd_i;
	else
		rd0_n = rf[ra0_i];
	if((wa_i == ra1_i) && wen_i)
		rd1_n = wd_i;
	else
		rd1_n = rf[ra1_i];
 end
 assign rd0_o = rd0_n;
 assign rd1_o = rd1_n;
always_ff @(posedge clk)  
begin
	if(wen_i)
	begin
		rf[wa_i] <= wd_i;
	end
end
endmodule
```

## flow/config.mk

```make
export PLATFORM = sky130hd
export DESIGN_NAME = reg_file
export DESIGN_NICKNAME = reg_file
export VERILOG_FILES = /design/flow/design.v
export SDC_FILE = /design/flow/constraint.sdc
export NUM_CORES = 4
export LEC_CHECK = 1
export CORE_UTILIZATION = 40
```

## flow/run.sh

```bash
#!/bin/bash
# OpenROAD 26Q1-2900-gdf79404cd8, Yosys 0.63+post, stock flow scripts
make -C /OpenROAD-flow-scripts/flow DESIGN_CONFIG=/design/flow/config.mk WORK_HOME=/design/flow/orfs finish
```

==> results.py <==
# Physical implementation metrics
metrics = {
    "power_and_ir_drop": {
        "ir_drop_v": 0.0001043,
        "power_switching_mw": 2.426,
        "power_leakage_nw": 35.35,
        "p_seq_share_pct": 49.0,
        "p_sw_share_pct": 23.08,
        "combPwrFrac_pct": 8.9,
        "power_density_mw_per_mm2": 97.02,
        "p_int_mw": 8.088,
        "power_frac_clock_pct": 42.1,
    },
    "setup_path": {
        "worst-setup-path-type": "in2out",
        "arrival_ns": 8.99,
        "crit_path_end_kind": "output port",
        "slowest_delay_ns": 0.73,
        "crit_top_cell": "buf_4",
        "crit_buf_inv": 6,
        "required_ns": 14.80,
        "crit_family": "buffers and inverters",
        "worst_setup_path_start_kind": "input pin",
        "slowest_stage": "buf_4",
        "worstPathMaxFanout": 63,
        "critPathLaunch": "ra0_i[2]",
        "crit_chain": "buf_8, buf_4, buf_4, buf_4, buf_4, mux2_2, o22ai_1, a221oi_1, a22oi_1, a31oi_1, a211o_1, clkdlybuf4s50_1",
    },
    "logic_synthesis": {
        "synthArstFlopShare_pct": 0,
        "ys_warn_count": 1,
        "yosysChipArea_mm2": 0.09581,
        "syn_avg_cell_area_um2": 18.12,
        "edf_count": 2048,
        "synth_cells": 5287,
        "flop_cell": "edfxtp_1",
        "synth_flops": 2048,
        "synth_area_mm2": 0.09581,
        "synth_seq_share_pct": 64.19,
        "synth_cell_types": 52,
        "yosys_cells": 5287,
    },
    "global_route": {
        "grt_pass1_vias": 61101,
        "grt_pass1_wl_mm": 456.0,
        "grt_start_max_net_pins": 73,
        "grt.overflow.total": 0,
        "track_usage_pct": 29.63,
        "antenna_found_initial": 14,
    },
    "final_layout": {
        "syn2layout_area_growth_pct": 13.12,
        "drive_gt1_share_pct": 26.62,
        "most-common-layout-cells": "2,048 x edfxtp_1, 776 x mux2i_1, 664 x mux4_2",
        "logic_area_mm2": 0.03273,
        "fillers": 19685,
        "finish.utilization_pct": 45.52,
        "final-seq-area_mm2": 0.06150,
        "lay_top_count": "edfxtp_1",
        "top_register": "rf",
        "largest_reg_flops": 2048,
        "reg.largest.list": "rf (2048)",
    },
    "final_timing": {
        "slew_viol_final": 0,
        "fin_crit_ns": 12.69,
        "max_freq_mhz": 78.81,
        "hold_ws_ns": 3.106,
        "tightest_slew_ns": 1.316,
        "rsz0062_at_grt": "no",
        "tns_ns": 0,
        "slew_headroom_pct": 9.973,
        "finalCritPeriodShare_pct": 68.58,
        "finalHoldViolCount": 0,
        "final-setup-viol-count": 0,
    },
    "detailed_routing": {
        "drt-total-wl_mm": 326.0,
        "avgRoutedWirePerCell_um": 37.13,
        "first_pass_iters": 26,
        "ant_nets": 0,
        "route.vias.total": 56355,
        "drc_errors": 0,
        "drt_iter0_drc": 3984,
        "routed_via_density": 6.419,
    },
    "clock_network": {
        "postCtsSetupBuffers": 0,
        "post_cts_resized": 0,
        "htreeDepth": 4,
        "holdBufCountCts": 0,
        "clockRootBuffer": "clkbuf_16",
        "ctsLongestPathBuffers": 3,
        "clock_sinks": 2048,
        "cts_tree": "yes",
        "path_clk_slew_ns": 0.05,
        "cts_buffers": 209,
    },
    "worst_hold_path": {
        "hold_class": "in2reg",
        "hp-start": "wd_i[15]",
    },
    "status": {
        "status": "completed",
    },
    "placement": {
        "post-dp-hpwl_mm": 190.0,
        "place.gp.congestion": 0.9348,
        "port_buffers": 115,
    },
    "floorplanning": {
        "die_h_um": 491.4,
        "die_x_um": 491.4,
        "initCoreUtil_pct": 40.24,
        "core_mm2": 0.2381,
        "rows": 179,
        "chipArea_mm2": 0.2415,
        "io_pins": 116,
    },
    "run": {
        "maxCapViolations": 0,
        "tool_warnings": 26,
    },
}
[per-layer routing]
layer  track usage, %  routed length (µm)  part of all wire (%)  vias up
li1                 -                   -                     -    22856
met1            32.36               96730                    30    28395
met2            42.89              150400                    46     4265
met3            22.52               58260                    18      823
met4            13.44               20200                   6.2       16
met5            1.548                 431                  0.13        -
[worst paths after layout]
kind	to	depth (start not counted)
min	rf[57][15]	1
max	rd0_o[12]	12
[final cells by class]
| type | instances | area share, % |
|---|---|---|
| timing repair buffer | 372 | 2.730 |
| antenna | 5 | 0.01155 |
| multi-input combinational | 2790 | 30.20 |
| clock inverter | 140 | 1.526 |
| tap | 3167 | 3.656 |
| inverter | 9 | 0.04041 |
| sequential | 2048 | 56.75 |
| clock buffer | 249 | 5.082 |
[cells by family after synthesis]
| group | count (synthesis) | synth area share (%) |
|---|---|---|
| flops | 2048 | 64.19 |
| xor+xnor | 12 | 0.1097 |
| compound gates | 748 | 5.843 |
| simple gates | 462 | 2.274 |
| buf+inv | 449 | 2.314 |
| mux | 1568 | 25.27 |
[synthesized netlist by cell type (all sizes together), types with 33 or more instances]
cell	number	share of area, %
a211oi	34	0.27
edfxtp	2048	64
nor3	35	0.19
o21ai	34	0.18
a221oi	123	1.1
mux2i	776	8.1
a22oi	321	2.5
a21oi	42	0.22
buf	261	1.6
o22ai	62	0.40
mux4	667	16
mux2	125	1.5
nand3	104	0.54
clkbuf	179	0.70
nor2	80	0.32
nand2	145	0.57
nor2b	44	0.29
nand4	33	0.22
[through the flow]
stage	instances	cell area (µm²)	power, mW	setup WS (ns)
floorplan	5287	95810	5.756	9.377
global placement	8386	101200	6.168	5.883
detailed placement	8386	101200	6.171	5.851
CTS	8775	108400	10.55	5.885
global route	8777	108400	10.77	5.698
finish	8780	108400	10.51	5.812
[power by group through the flow]
stage / clock network (mW) / logic [mW] / registers (mW)
CTS: 4.48 / 0.925 / 5.15
global route: 4.64 / 0.980 / 5.15
finish: 4.43 / 0.936 / 5.15
No activity file was given, so power comes from the tool's default toggle rates.
